[flow/run.sh]
#!/bin/bash
# OpenROAD 26Q1-2900-gdf79404cd8, Yosys 0.63+post, stock flow scripts
make -C /OpenROAD-flow-scripts/flow DESIGN_CONFIG=/design/flow/config.mk WORK_HOME=/design/flow/orfs finish
[flow/config.mk]
export PLATFORM = sky130hd
export DESIGN_NAME = streamed_led
export DESIGN_NICKNAME = streamed_led
export VERILOG_FILES = /design/flow/design.v
export SDC_FILE = /design/flow/constraint.sdc
export NUM_CORES = 4
export LEC_CHECK = 1
export CORE_UTILIZATION = 40
[flow/constraint.sdc]
current_design streamed_led

set clk_period 3.4
set clk_io_pct 0.2

create_clock -name clk0 -period $clk_period [get_ports {clk}]

set non_clock_inputs [all_inputs -no_clocks]
set_input_delay [expr $clk_period * $clk_io_pct] -clock clk0 $non_clock_inputs
set_output_delay [expr $clk_period * $clk_io_pct] -clock clk0 [all_outputs]
[flow/design.v]
`timescale 1ns/1ps
module streamed_led(
    input clk,
    input rstn,
    input mode,
    output reg [7:0]led
);
reg [23:0]cnt;
always @(posedge clk or negedge rstn)begin
if(!rstn)begin
cnt <= 'd0;
end
else if (cnt == 500-1) begin
    cnt <= 'd0;
end
else begin
cnt <= cnt + 1'b1;
end
end
reg dv_clk;
always @(posedge clk or negedge rstn)begin
    if (!rstn) begin
        dv_clk <= 'b0;
    end
else if (cnt == 24'd1) begin
    dv_clk <= 1;
end 
else dv_clk <= '0;
end
reg [2:0] dv_cnt;
always @(posedge clk or negedge rstn) begin
    if (!rstn) begin
        dv_cnt <= 'b0;
    end
     else if(dv_cnt == 7)begin
         dv_cnt <= 'b0;
     end
     else if (dv_clk) begin
         dv_cnt <= dv_cnt + 1'b1;
     end
     else  dv_cnt <= dv_cnt;
end
always @(posedge clk or negedge rstn)begin
    if(!rstn)begin
    led <= 8'b00000001;
    end
    else if (mode == 0) 
    begin
        if(dv_clk == 1)
        begin
            led <= {led[6:0],led[7]};
        end
        else led <= led;
    end
    else if (mode == 1) begin
        case (dv_cnt)
           0 : led <= 8'b00000001; 
           1 : led <= 8'b00000100; 
           2 : led <= 8'b00010000; 
           3 : led <= 8'b01000000; 
           4 : led <= 8'b00000001; 
           5 : led <= 8'b00001000; 
           6 : led <= 8'b00100000; 
           7 : led <= 8'b10000000; 
            default: led <= led;
        endcase
    end
    end
endmodule
==> impl_metrics.ini <==
; flow metrics
[status]
outcome = completed

[floorplanning]
die_x_um = 68.5
core_um2 = 4120
die_area_um2 = 4700
die_h_um = 68.5
row_count = 23
floorplan.core_util = 0.430
pin_count = 11

[setup_path]
path_buffers = 1
slowest_delay_ns = 0.54
crit_type = reg2out
cpLargestDelayFamily = flip-flops
critPathCapture = led[0]
end_kind = output pin
arrival_ns = 1.28
regToRegStartpoint = cnt[4]
worstPathMaxFanout = 3
worst_ep_required_time_ns = 2.72
reg2reg_depth = 4
worstPathCellList = clkdlybuf4s50_1
cp.depth = 1
r2r-end = cnt[2]
critPathLaunch = led[0]
crit_path_start_kind = flip-flop
crit_slowest_cell = dfstp_2
ff2ff_setup_slack_ns = 1.84

[synthesis]
synthCells = 161
common_cells = 35 x dfrtp_1, 17 x nand3_1, 15 x nor2_1
top_cell = dfrtp_1
ys_types = 26
yosys_cells = 161
syn_area_um2 = 1770
ys_seq_frac = 0.510
synth-edff-count = 0
synth.top_cell.area_share = 0.495
async_flop_share = 1.00
ys_area_um2 = 1770
ys_seq_elements = 36
synth_warnings = 1
largest_area_cell = dfrtp_1
ys.flop_type = dfrtp_1
topCellsByArea = dfrtp_1 49%, xnor2_1 6.4%, ha_1 5.7%, mux2i_1 5.1%, xor2_1 4.9%
syn-mean-instance-area_um2 = 11.0

[clocking]
clock_latency_ns = 0.29
cts.clk_slew.worst_paths_ns = 0.07
cts_resized = 0
cts.sinks = 36
ctsHoldBuffers = 0
htreeDepth = 2
cts-buffers-inserted = 5
cts_tree = done
postCtsSetupBuffers = 0
clock_path_buffers = 2
root_buffer = clkbuf_8

[timing]
max_freq_ghz = 0.510
maxSlewViolCount = 0
min_period_ns = 1.96
worst_pin_slew_ns = 0.568
holdWs_ns = 0.496
max_slew_margin = 0.621
skew_ns = 0.00535
finalCritPeriodShare = 0.577
fin_setup_tns_ns = 0
finalSetupViolCount = 0
rsz0062_at_grt = false
hold_viol_final = 0

[global_route]
globalRouteTotalUtil = 0.165
grt_pass1_wl_mm = 5.51
grt_pass1_vias = 1153
antenna_found_initial = 0
grt_max_degree = 37
grt_overflow = 0

[flow_run]
warnings = 30
maxCapViolCount = 0

[worst_hold_path]
hp-start = cnt[21]
hold_class = reg2reg

[power]
power.total_uw = 851
irDropWorstVdd_mv = 0.270
power.density_nw_per_um2 = 417
power.leakage_uw = 0.000923

[drt]
ant_nets = 0
wl_per_cell_um = 13.6
num_antenna_cells = 0
routed_wl_mm = 3.06
drt-initial-drc-count = 64
dr.pass1.iters = 4
vias = 1194
vias_per_cell = 5.31
drc = 0

[place]
place_congestion = 0.860
dpl_cell_area_um2 = 1910
io_buffers = 10
place_hpwl_mm = 2.12

[final_layout]
final-comb-area_um2 = 827
fin_area_um2 = 2040
flop_area_um2 = 902
utilization = 0.496
n_fill_cell = 351
drive_gt1_frac = 0.0914
synthToLayoutAreaGrowth_pct = 15.3
-- power by group --
| group | internal (uW) | total (uW) | switching (uW) | leakage (uW) |
|---|---|---|---|---|
| clock network | 259 | 406 | 147 | 0.0000645 |
| logic | 4.68 | 15.2 | 10.5 | 0.000377 |
| registers | 429 | 429 | 0.513 | 0.000481 |
| total | 692 | 851 | 158 | 0.000923 |
-- through the flow --
step                      setup slack (ns)  std cells
after floorplan                       2.01        161
after global routing                  1.37        225
final                                 1.44        225
after detailed placement              1.68        217
after global placement                1.73        217
after CTS                             1.42        225
-- cell type report --
cell class              instances  share of cell area
clock inverters                 1              0.0147
clock buffers                   7              0.0472
multi-input cells             116               0.405
repair buffers                 11              0.0527
well taps                      50              0.0307
flip-flops and latches         36               0.442
inverters                       4             0.00736
-- how the worst min path moves through the flow --
stage	end	slack, ns	cells after the start
6_report	cnt[21]	0.50	1
5_1_grt	cnt[18]	0.53	1
4_1_cts	cnt[21]	0.50	1
-- registers in the layout (all words and copies together) (netlist names) --
signal	cells
cnt	24
dv_clk	1
dv_cnt	3
led	8
-- cells in the final DEF, fill, tap and decap left out, drive strengths merged --
| cell | netlist | final |
|---|---|---|
| nand4 | 7 | 7 |
| nor4 | 5 | 5 |
| dfrtp | 35 | 35 |
| xnor2 | 13 | 13 |
| nand2 | 9 | 9 |
| nand3 | 18 | 18 |
| nand3b | 1 | 1 |
| inv | 4 | 4 |
| o21ai | 8 | 8 |
| bufinv | 0 | 1 |
| xor2 | 10 | 10 |
| buf | 4 | 1 |
| ha | 8 | 8 |
| dfstp | 1 | 1 |
| and4 | 2 | 2 |
| and3 | 5 | 5 |
| mux2i | 9 | 9 |
| clkbuf | 1 | 7 |
| and4b | 1 | 1 |
| clkdlybuf4s50 | 0 | 10 |
| nor2 | 15 | 15 |
| nor3 | 5 | 5 |
-- kinds of logic (layout without fill, tap and decap cells) --
kind of cell	Yosys count	count (layout)	share of synthesized area
DFF	36	36	0.510
muxes	9	9	0.0509
and+or+nand+nor	68	68	0.223
adders and majority gates	8	8	0.0565
xor gates and xnor gates	23	23	0.114
buffers and inverters	9	23	0.0233
AOI/OAI and AO/OA	8	8	0.0226
-- metal layers --
metal  wire (um)  global-route usage  up-vias
li1            -                   -      588
met1        1550               0.260      575
met2        1330               0.248       25
met3         128              0.0367        6
met4          53              0.0234        0
met5           0                   0        -
Power figures rest on the tool's default switching activity, not on a simulated workload.
