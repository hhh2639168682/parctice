--- ./run.sh ---
#!/bin/bash
# OpenROAD 26Q1-2900-gdf79404cd8, Yosys 0.63+post, stock flow scripts
make -C /OpenROAD-flow-scripts/flow DESIGN_CONFIG=/design/flow/config.mk WORK_HOME=/design/flow/orfs finish
--- ./config.mk ---
export PLATFORM = sky130hd
export DESIGN_NAME = width_8to16
export DESIGN_NICKNAME = width_8to16
export VERILOG_FILES = /design/flow/design.v
export SDC_FILE = /design/flow/constraint.sdc
export NUM_CORES = 4
export LEC_CHECK = 1
export CORE_AREA = 10 10 94 94
export DIE_AREA = 0 0 104 104
--- ./constraint.sdc ---
current_design width_8to16

set clk_period 3.0
set clk_io_pct 0.2

create_clock -name clk0 -period $clk_period [get_ports {clk}]

set non_clock_inputs [all_inputs -no_clocks]
set_input_delay [expr $clk_period * $clk_io_pct] -clock clk0 $non_clock_inputs
set_output_delay [expr $clk_period * $clk_io_pct] -clock clk0 [all_outputs]
--- ./design.v ---
`timescale 1ns/1ns
module width_8to16(
	input 				   clk 		,   
	input 				   rst_n		,
	input				      valid_in	,
	input	   [7:0]		   data_in	,
 	output	reg			valid_out,
	output   reg [15:0]	data_out
);
reg [7:0]data_r;
reg cnt;
always@(posedge clk or negedge rst_n)
if(!rst_n)
begin
data_r <= 'b0;
end
else if(valid_in)
begin
data_r <= data_in;
end
always@(posedge clk or negedge rst_n)
begin
if(!rst_n)
begin
cnt <= 'b0;
end
else if(valid_in)
begin
cnt <= cnt+1;
end
else if(cnt==1)
cnt <= cnt;
else
cnt <= 'b0;
end
always@(posedge clk or negedge rst_n)
begin
if(!rst_n)
begin
data_out <= 'b0;
valid_out <= 'b0;
end
else if(cnt==1 & valid_in)
begin
data_out <= {data_r,data_in};
valid_out <= 1;
end
else
begin
data_out <= data_out;
valid_out <= 'b0;
end
end
endmodule
==> results_dict.tcl <==
# implementation run metrics
set metrics [dict create \
    diodes 0 \
    topCellsByArea "dfrtp_1 65%, mux2_2 17%, mux2_4 14%" \
    top_area_cell "dfrtp_1" \
    clock_skew_ns 0.00679 \
    cts-root-buf "clkbuf_8" \
    routed_via_density 3.03 \
    h-tree-depth 1 \
    power.leakage_nw 0.617 \
    numClockSinks 26 \
    ys_area_mm2 0.00100 \
    wl_per_cell_um 11.2 \
    overflow 0 \
    cts_tree "yes" \
    place_congestion 0.690 \
    finalSetupViolCount 0 \
    path_cells "clkdlybuf4s50_1" \
    synthFlopType "dfrtp_1" \
    worstSetupStartpointType "flop" \
    warnings 25 \
    port_buffers 27 \
    num_vias 552 \
    tns_ns 0 \
    slowest_delay_ns 0.48 \
    ys_seq_frac 0.650 \
    timing.rr.start "cnt" \
    rrSetupSlack_ns 1.81 \
    cts_buffers 3 \
    drive_above_1_share 0.360 \
    final.period_utilization 0.570 \
    post-dp-hpwl_um 1540 \
    status "completed" \
    min_from "data_r[4]" \
    ant_nets 0 \
    edf_count 0 \
    clockBufferDepth 2 \
    synth_cell_type_count 7 \
    dieArea_mm2 0.0108 \
    synth_area_mm2 0.00100 \
    grt_antenna_before_repair 0 \
    drc 0 \
    area_growth_syn_to_layout_pct 45.4 \
    grt_usage 0.0380 \
    rsz0062_at_grt "no" \
    logic_area_um2 324 \
    syn_avg_cell_area_um2 18.2 \
    grt_pass1_wl_um 3320 \
    fmax_ghz 0.585 \
    die-width_um 104 \
    fill_cells 744 \
    grt_max_degree 27 \
    p_per_area_mw_per_mm2 882 \
    finalWirelength_um 2040 \
    syn_inst 55 \
    fin_cells 182 \
    wl_met1_um 919 \
    top_cells_by_count "26 x dfrtp_1, 15 x mux2_2, 9 x mux2_4, 2 x buf_6" \
    drv_cap 0 \
    dr_wl_met3_um 214 \
    critPathBufInv 1 \
    placed_area_mm2 0.00138 \
    wl_met2_um 885 \
    power.total_mw 1.28 \
    io_pins 28 \
    top_area_frac 0.650 \
    core_mm2 0.00683 \
    hold_path_class "reg -> reg" \
    worst_pin_slew_ns 0.325 \
    synth-compound-area-share 0 \
    cpMaxStageDelayCell "clkdlybuf4s50_1" \
    hold_depth 1 \
    ir_drop_mv 0.202 \
    critical_path_required_ns 2.40 \
    ys_top_logic_family "multiplexers" \
    critPathMaxFanout 2 \
    ff_latch_area_um2 651 \
    highest_layer "met4" \
    clk_transition_reported_paths_ns 0.09 \
    async_flop_share 1.00 \
    crit_path_end_kind "output port" \
    hold_end "data_out[12]" \
    postCtsSetupBuffers 0 \
    worstReg2RegEnd "data_out[14]" \
    yosysWarnings 1 \
    hold_viol 0 \
    grt_pass1_vias 603 \
    post-route-min-period_ns 1.71 \
    synth-xor-area-share 0.00875 \
    crit_type "reg -> out" \
    drtIter0Drc 7 \
    ys_sh_mux 0.304 \
    yosys_cells 55 \
    ys.flops 26 \
    ctsResizeCount 0 \
    fp_util 0.147 \
    synth_dominant_cell_count "dfrtp_1" \
    clk_latency_ns 0.27 \
    critical-path-top-delay-family "buffers and inverters" \
    rows 30 \
    die_y_um 104 \
    dp_cells 178 \
    ys_sh_simple 0.0113 \
    adder_share 0 \
    design_area_mm2 0.00146 \
    firstDrtPassIters 2 \
    ff2ff_path_depth 2 \
    worstPathArrival_ns 1.11 \
    slew-limit-headroom 0.783 \
    cts_hold_buf 0 \
    drv_slew 0 \
]
==> flip-flops by register name, indices dropped and copies added (netlist names) <==
| signal | cells |
|---|---|
| data_out | 16 |
| data_r | 8 |
| cnt | 1 |
| valid_out | 1 |
==> logic make-up after synthesis <==
family / Yosys count
buffers and inverters: 3
DFF: 26
and+or+nand+nor: 1
xor gates and xnor gates: 1
muxes: 24
==> how the worst max path moves through the flow <==
stage | depth (start not counted) | slack (ns) | from | end
4_1_cts | 1 | 1.26 | data_out[8] | data_out[8]
6_report | 1 | 1.29 | data_out[10] | data_out[10]
5_1_grt | 1 | 1.20 | data_out[0] | data_out[0]
==> area by class of cell <==
class | count | area share
Clock inverter | 1 | 0.0206
Sequential cell | 26 | 0.447
Inverter | 1 | 0.00258
Timing Repair Buffer | 29 | 0.196
Tap cell | 96 | 0.0825
Clock buffer | 3 | 0.0284
Multi-Input combinational cell | 26 | 0.223
==> layer usage <==
| layer | track usage | vias to the layer above |
|---|---|---|
| li1 | - | 253 |
| met1 | 0.0482 | 279 |
| met2 | 0.0559 | 18 |
| met3 | 0.0238 | 2 |
| met4 | 0.00298 | 0 |
| met5 | 0 | - |
==> through the flow <==
step	setup slack [ns]	utilization	hold WS, ns
6_report	1.29	0.213	0.503
5_1_grt	1.20	0.213	0.525
4_1_cts	1.26	0.213	0.509
3_5_place_dp	1.14	0.203	0.489
3_3_place_gp	1.17	0.203	0.483
2_1_floorplan	1.58	-	0.304
==> report_power, final <==
group | total, mW | internal (mW) | switching (mW) | leakage (nW)
combinational | 0.442 | 0.348 | 0.0945 | 0.275
clock | 0.283 | 0.178 | 0.105 | 0.0357
sequential | 0.558 | 0.482 | 0.0753 | 0.306
==> cell usage in the layout (no fill, tap or decap) <==
cell,count
mux2_4,9
mux2_2,15
xor2_1,1
buf_4,2
bufinv_16,1
dfrtp_1,26
inv_1,1
clkbuf_8,3
clkdlybuf4s50_1,27
nand2_4,1
Power is estimated from default activity; no workload was simulated.
