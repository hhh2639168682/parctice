===== config.mk =====
export PLATFORM = sky130hd
export DESIGN_NAME = asyn_fifo
export DESIGN_NICKNAME = asyn_fifo
export VERILOG_FILES = /design/flow/design.v
export SDC_FILE = /design/flow/constraint.sdc
export NUM_CORES = 4
export LEC_CHECK = 1
export CORE_UTILIZATION = 30

===== constraint.sdc =====
current_design asyn_fifo

set clk_period 3.6
set clk_io_pct 0.2

create_clock -name clk0 -period $clk_period [get_ports {rclk}]
create_clock -name clk1 -period $clk_period [get_ports {wclk}]

set non_clock_inputs [all_inputs -no_clocks]
set_input_delay [expr $clk_period * $clk_io_pct] -clock clk0 $non_clock_inputs
set_output_delay [expr $clk_period * $clk_io_pct] -clock clk0 [all_outputs]

===== design.v =====
`timescale 1ns/1ns
module dual_port_RAM #(parameter DEPTH = 8,
					   parameter WIDTH = 8)(
	 input wclk
	,input wenc
	,input [$clog2(DEPTH)-1:0] waddr   
	,input [WIDTH-1:0] wdata      	 
	,input rclk
	,input renc
	,input [$clog2(DEPTH)-1:0] raddr   
	,output reg [WIDTH-1:0] rdata 		 
);
reg [WIDTH-1:0] RAM_MEM [0:DEPTH-1];
always @(posedge wclk) begin
	if(wenc)
		RAM_MEM[waddr] <= wdata;
end 
always @(posedge rclk) begin
	if(renc)
		rdata <= RAM_MEM[raddr];
end 
endmodule  
module asyn_fifo#(
	parameter	WIDTH = 8,
	parameter 	DEPTH = 8
)(
	input 					wclk	, 
	input 					rclk	,   
	input 					wrstn	,
	input					rrstn	,
	input 					winc	,
	input 			 		rinc	,
	input 		[WIDTH-1:0]	wdata	,
	output wire				wfull	,
	output wire				rempty	,
	output wire [WIDTH-1:0]	rdata
);
reg [$clog2(DEPTH):0] raddr;
wire [$clog2(DEPTH):0] raddgr;
reg [$clog2(DEPTH):0] raddgr1;
reg [$clog2(DEPTH):0] raddgr2;
reg [$clog2(DEPTH):0] waddr; 
wire [$clog2(DEPTH):0] waddgr; 
reg [$clog2(DEPTH):0] waddgr1;
reg [$clog2(DEPTH):0] waddgr2;
assign waddgr = waddr^(waddr>>1);
assign raddgr = raddr^(raddr>>1);
always@(posedge wclk or negedge wrstn ) begin
	if(!wrstn)begin
		raddgr1 <= 'b0;
		raddgr2 <= 'b0;
	end
	else begin
	raddgr1 <=raddgr;
	raddgr2 <=raddgr1;
	end
end
always@(posedge rclk or negedge rrstn ) begin
	if(!rrstn)begin
		waddgr1 <= 'b0;
		waddgr2 <= 'b0;
	end
	else begin
	waddgr1 <=waddgr;
	waddgr2 <=waddgr1;
	end
end
always@(posedge wclk or negedge wrstn ) begin
	if(!wrstn)
	waddr <= 'b0;
	else if(winc&&!wfull)
	waddr <= waddr + 1'b1;
	else
	waddr <= waddr;
end
always@(posedge rclk or negedge rrstn ) begin
	if(!rrstn)
	raddr <= 'b0;
	else if(rinc&&!rempty)
	raddr <= raddr + 1'b1;
	else
	raddr <= raddr;
end
assign wfull= (waddgr == {~raddgr2[$clog2(DEPTH):$clog2(DEPTH)-1],raddgr2[$clog2(DEPTH)-2:0]});
assign rempty= (raddgr == waddgr2);
    wire wenc, renc;
    assign wenc = winc & !wfull;
    assign renc = rinc & !rempty;
    dual_port_RAM #(.DEPTH(DEPTH), .WIDTH(WIDTH))
                u_dual_port_RAM (
                .wclk(wclk),
                .rclk(rclk),
                .wenc(wenc),
                .renc(renc),
                .raddr(raddr[$clog2(DEPTH)-1:0]),
                .waddr(waddr[$clog2(DEPTH)-1:0]),
                .wdata(wdata),
                .rdata(rdata)
                );
endmodule

===== run.sh =====
#!/bin/bash
# OpenROAD 26Q1-2900-gdf79404cd8, Yosys 0.63+post, stock flow scripts
make -C /OpenROAD-flow-scripts/flow DESIGN_CONFIG=/design/flow/config.mk WORK_HOME=/design/flow/orfs finish

==> results.toml <==
# physical design summary
[outcome]
status = "finished clean"

[setup_path]
end_kind = "output port"
crit_chain = "inv_1 > ha_1 > xnor2_1 > nand4_4 > inv_1 > clkdlybuf4s50_1"
cp.required_ps = 2880
critPathMostFrequentCell = "inv_1"
cp_max_fo = 6
worstPathArrival_ps = 2180
slowest_delay_ps = 460
worst_path_max_delay_cell = "dfrtp_1"
start_kind = "flip-flop"
crit_type = "reg2out"

[floorplan]
ios = 24
die_x_um = 113.4
coreArea_sq_um = 12060
row_count = 40
fp_util_pct = 30.86
fp.dieH_um = 113.4
dieArea_sq_um = 12860

[cells_and_area]
area_growth_pct = 22.22
final_cell_area_sq_um = 4549
drive_above_1_share_pct = 27.60

[sta]
slew_viol_final = 0
rsz0062_at_grt = "false"
totalNegativeSetupSlack_ps = 0
tightest_slew_ps = 601.4
hold_violations = 0
worst_clock_skew_ps = 6.223
relSlewSlack_pct = 59.78
setup_viol = 0

[synthesis]
ys_seq_elements = 96
syn_inst = 180
yosysCellCount = 180
yosys-stat-area_sq_um = 3722
ys_warn_count = 2
edf_count = 72
ff_type = "edfxtp_1"
postSynthAreaPerCell_sq_um = 20.68
async_flop_share_pct = 25.00
synth_cell_types = 29
netlist_area_sq_um = 3722
ys_seq_share_pct = 74.22

[flow_run]
cap_violations = 0
tool_warnings = 29

[route]
drc = 0
ant_nets = 0
detail_route.wl_per_cell_um = 17.10
drt_pass1_iterations = 4
first_iter_violations = 89
via_count = 1696
drt_wl_total_mm = 6.653
via_per_inst = 4.360
n_antenna_cell = 0

[power]
p_leak_nw = 1.617
p_per_area_nw_per_um2 = 887.3
vdd_drop_max_mv = 0.3128

[place]
gp_congestion = 0.7847
hpwl_mm = 3.951
portBuffers = 22
postPlaceCellArea_sq_um = 4159

[global_routing]
gr-total-overflow = 0
grt_pass1_vias = 1906
grt_use_total_pct = 11.96
grt_max_degree = 19
grt_first_pass_wirelength_mm = 10.45
antenna_found_initial = 0

[clocking]
clock_sinks = 96
clkTransAtPathRegs_ps = 60
cts-resized-gates = 0
cts_tree = "done"
ctsHoldBuffers = 0
post_cts.repair.setup_buffers = 0

[worst_hold_path]
hp-class = "reg2reg"
-- where the power goes --
part | switching (mW) | internal (mW) | total (mW)
registers | 0.138 | 1.54 | 1.68
clock network | 0.425 | 0.726 | 1.15
logic | 0.553 | 0.650 | 1.20
-- sequential cells by signal, summed over array words and instances (netlist names) --
name and cells:
u_dual_port_RAM.rdata 8, waddr 4, waddgr1 4, raddgr2 4, u_dual_port_RAM.RAM_MEM 64, raddgr1 4, waddgr2 4, raddr 4
-- through the flow --
stage / setup WS [ps] / power, mW / instances / hold slack (ps) / utilization, %
after floorplan: 1347 / 2.537 / 180 / 331.2 / -
after global placement: 1063 / 2.904 / 370 / 334.3 / 34.48
after detailed placement: 1038 / 2.912 / 370 / 336.5 / 34.48
final: 698.5 / 4.036 / 389 / 346.8 / 37.72
after global routing: 552.0 / 4.253 / 389 / 350.3 / 37.72
after CTS: 678.5 / 4.090 / 389 / 348.8 / 37.72
-- cells in the mapped netlist (2+ instances only) --
master | count | area [sq um]
buf_6 | 2 | 22.52
mux4_2 | 16 | 360.4
clkbuf_1 | 2 | 7.510
mux2_2 | 9 | 101.4
xor2_1 | 5 | 43.79
edfxtp_1 | 72 | 2162
nor2_1 | 2 | 7.510
nor3b_1 | 3 | 22.52
buf_4 | 2 | 15.01
dfrtp_1 | 24 | 600.6
and3_2 | 2 | 15.01
inv_1 | 7 | 26.28
nand2_1 | 2 | 7.510
xnor2_1 | 8 | 70.07
nor3_1 | 2 | 10.01
ha_1 | 7 | 87.58
nand3_1 | 3 | 15.01
-- worst max-delay path, delay by kind of cell (launching register included) --
| family | cells | cell delay [ps] |
|---|---|---|
| buffers and inverters | 3 | 640 |
| xor gates and xnor gates | 1 | 270 |
| DFF | 1 | 460 |
| adders and majority gates | 1 | 310 |
| and+or+nand+nor | 1 | 180 |
-- cell type report --
class | count | area (sq um)
repair buffers | 30 | 280.3
well taps | 168 | 210.2
multi-input cells | 69 | 879.6
fillers | 1090 | 7512
inverters | 7 | 26.28
flip-flops and latches | 96 | 2763
clock buffers | 13 | 325.3
clock inverters | 6 | 65.06
-- cell usage in the layout, fill, tap and decap left out, types with 2 or more instances in the layout --
cell             synthesis  routed
and3_2                   2       2
nor3b_1                  3       3
mux4_2                  16      16
mux2_2                   9       9
clkdlybuf4s50_1          0      22
inv_1                    7       7
buf_4                    2       8
clkinv_2                 0       2
xnor2_1                  8       8
nand3_1                  3       3
nor3_1                   2       2
clkbuf_16                0      13
dfrtp_1                 24      24
ha_1                     7       7
nand2_1                  2       2
edfxtp_1                72      72
xor2_1                   5       5
nor2_1                   2       2
-- cell families after synthesis --
kind of cell               count (synthesis)  synth area share [%]
AOI/OAI and AO/OA                          3                0.6724
xor gates and xnor gates                  15                 4.336
adders and majority gates                  7                 2.353
buffers and inverters                     15                 2.151
DFF                                       96                 74.22
muxes                                     26                 12.81
and+or+nand+nor                           18                 3.462
-- routing by layer --
metal  track usage, %  wire (um)  vias up
met5            1.176          0        -
met3            6.876        670       13
li1                 -          -      760
met2            17.91       3098       75
met1            15.79       2725      848
met4            2.544        158        0
-- worst paths after layout --
| check | start | to | slack, ps | cells past startpoint |
|---|---|---|---|---|
| max in group asynchronous | rrstn | raddr[2]$_DFFE_PN0P_ | 2420 | 1 |
| min | waddgr1[0]$_DFF_PN0_ | waddgr2[0]$_DFF_PN0_ | 350 | 0 |
| max in group clk1 | waddr[2]$_DFFE_PN0P_ | u_dual_port_RAM.RAM_MEM[0][2]$_DFFE_PP_ | 1550 | 7 |
| min in group asynchronous | wrstn | raddgr2[2]$_DFF_PN0_ | 780 | 1 |
| min in group clk1 | raddgr1[0]$_DFF_PN0_ | raddgr2[0]$_DFF_PN0_ | 350 | 0 |
| min reg2reg | waddgr1[0]$_DFF_PN0_ | waddgr2[0]$_DFF_PN0_ | 350 | 0 |
| max reg2reg | waddr[2]$_DFFE_PN0P_ | u_dual_port_RAM.RAM_MEM[0][2]$_DFFE_PP_ | 1550 | 7 |
| max | waddr[2]$_DFFE_PN0P_ | wfull | 700 | 6 |
No activity file was given, so power comes from the tool's default toggle rates.
